<file path="design/flow/design.v">
class pkt_data;
	int      id_q[$];
	rand int data_id;
	constraint pkt_len_cons{
        data_id == this.id_q[0];
	};
	extern function new();
    extern function void post_randomize();
endclass
function pkt_data::new();
    for(int i=0; i < 1000; i++)begin
        this.id_q.push_back(i);
    end
    this.id_q.shuffle();
endfunction
function void pkt_data::post_randomize();
    this.id_q.shuffle();
endfunction
`timescale 1ns/1ps
interface pkt_if #(
    parameter ADDR_WD = 7,
    parameter DATA_WD = 32
)(input clk, rst_n);
	logic [DATA_WD -1:0] data;
	logic [ADDR_WD -1:0] addr;
	logic		         vld;
	clocking drv @(posedge clk);
		output 	data, addr;
		output	vld;
	endclocking : drv
	modport pkt_drv (clocking drv);
	clocking mon @(posedge clk);
		default input #1ps output #1ps;
		input 	data, addr;
		input	vld;
	endclocking : mon
	modport pkt_mon (clocking mon);
endinterface
module mem #(
    parameter DATA_WD   = 32              ,
    parameter DEPTH     = 512             ,
    parameter DELAY     = 3               ,
    parameter ADDR_WD   = $clog2(DEPTH)   ,
    parameter ERR_1BIT  = 0               ,
    parameter ERR_2BIT  = 1               ,
    parameter EOF       = 0
)(
    input                       clk                 ,
    input                       rst_n               ,
    input                       i_wr_en             ,
    input                       i_rd_en             ,
    input      [ADDR_WD -1:0]   i_addr              ,
    input      [DATA_WD -1:0]   i_data              ,
    output reg [DATA_WD -1:0]   o_rdata             ,
    output reg                  o_1bit_event        ,
    output reg                  o_2bit_event        ,
    output reg [ADDR_WD -1:0]   o_mem_err_addr_1bit ,
    output reg [ADDR_WD -1:0]   o_mem_err_addr_2bit
);
reg [DATA_WD -1:0] mem [DEPTH -1:0];
reg [DATA_WD -1:0] rdata_ff [DELAY:0];
reg [ADDR_WD -1:0] addr_ff [DELAY:0];
reg rd_en_ff [DELAY:0];
always @(posedge clk)begin
    if(~rst_n)begin
        integer i;
        for(i=0; i<DEPTH-1; i=i+1)begin
            mem[i] <= {DATA_WD{1'b1}};
        end
    end
    else if(i_wr_en)begin
        integer i;
        for(i=0; i<DEPTH-1; i=i+1)begin
            if(i == i_addr)begin
                mem[i] <= i_data;
            end
        end
    end
    else ;
end
always @(*)begin
    rdata_ff[0] = {DATA_WD{1'b1}};;
    if(i_rd_en)begin
        integer i;
        for(i=0; i<DEPTH; i=i+1)begin
            if(i == i_addr)begin
                rdata_ff[0] = mem[i_addr];
            end
        end
    end
end
genvar j;
generate
    for(j=1; j<=DELAY; j=j+1)begin
        always @(posedge clk)begin
            if(~rst_n)begin
                rdata_ff[j] <= {DATA_WD{1'b1}};
            end
            else begin
                rdata_ff[j] <= rdata_ff[j-1];
            end
        end
    end
endgenerate
assign o_rdata = rdata_ff[DELAY];
assign addr_ff[0] = i_addr;
assign o_mem_err_addr_1bit = addr_ff[DELAY];
assign o_mem_err_addr_2bit = addr_ff[DELAY];
genvar k;
generate
    for(k=1; k<=DELAY; k=k+1)begin
        always @(posedge clk)begin
            if(~rst_n)begin
                addr_ff[k] <= 0;
            end
            else begin
                addr_ff[k] <= addr_ff[k-1];
            end
        end
    end
endgenerate
assign rd_en_ff[0] = i_rd_en;
genvar m;
generate
    for(m=1; m<=DELAY; m=m+1)begin
        always @(posedge clk)begin
            if(~rst_n)begin
                rd_en_ff[m] <= 0;
            end
            else begin
                rd_en_ff[m] <= rd_en_ff[m-1];
            end
        end
    end
endgenerate
generate
    if(ERR_2BIT)begin
        always @* begin: ERR_INSERT_2BIT
            o_2bit_event = rd_en_ff[DELAY] & (addr_ff[DELAY][1] ^ rdata_ff[DELAY][1]);
            o_1bit_event = 0;
        end
    end
    else if(ERR_1BIT)begin
        always @* begin: ERR_INSERT_1BIT
            o_2bit_event = 0;
            o_1bit_event = rd_en_ff[DELAY] & (addr_ff[DELAY][0] ^ rdata_ff[DELAY][0]);
        end
    end
    else begin
        always @* begin:NO_ERR_INSERT
            o_2bit_event = 0;
            o_1bit_event = 0;
        end
    end
endgenerate
endmodule
</file>
<file path="design/flow/run.sh">
#!/bin/bash
# OpenROAD 26Q1-2900-gdf79404cd8, Yosys 0.63+post, stock flow scripts
make -C /OpenROAD-flow-scripts/flow DESIGN_CONFIG=/design/flow/config.mk WORK_HOME=/design/flow/orfs finish
</file>
<file path="design/flow/config.mk">
export PLATFORM = sky130hd
export DESIGN_NAME = mem
export DESIGN_NICKNAME = mem
export VERILOG_FILES = /design/flow/design.v
export SDC_FILE = /design/flow/constraint.sdc
export NUM_CORES = 4
export LEC_CHECK = 1
export CORE_UTILIZATION = 30
export SYNTH_HDL_FRONTEND = slang
export SYNTH_MEMORY_MAX_BITS = 65536
</file>
<file path="design/flow/constraint.sdc">
current_design mem

set clk_period 88.3
set clk_io_pct 0.2

create_clock -name clk0 -period $clk_period [get_ports {clk}]

set non_clock_inputs [all_inputs -no_clocks]
set_input_delay [expr $clk_period * $clk_io_pct] -clock clk0 $non_clock_inputs
set_output_delay [expr $clk_period * $clk_io_pct] -clock clk0 [all_outputs]
</file>
==> flow_metrics.tcl <==
# yosys + openroad results
set metrics [dict create \
    run_status "finished with violations" \
    violations "max-capacitance violations, max-slew violations" \
    final.setup.tns_ns 0 \
    warning_count 27 \
    clk_pin_slew_ns 0.06 \
    grt_setup_unrepaired "no" \
    wl_per_cell_um 35.4 \
    p_switching_mw 4.20 \
    cts-root-buf "clkbuf_16" \
    drive_above_1_share_pct 25.9 \
    fp_util_pct 30.1 \
    clk_path_buf_depth 6 \
    grt_use_total_pct 23.4 \
    end_kind "flip-flop" \
    p_seq_share_pct 52.6 \
    setup_viol 0 \
    p_leak_nw 242 \
    syn_avg_cell_area_um2 18.1 \
    drc_errors 0 \
    p_comb_share_pct 9.0 \
    rows 547 \
    period_minus_slack_ns 26.50 \
    max_freq_mhz 37.7 \
    async_reset_ff_share_pct 0 \
    power_density_mw_per_mm2 22.9 \
    netSwitchingFraction_pct 23.9 \
    fp.coreArea_mm2 2.22 \
    p_clk_share_pct 38.4 \
    crit_fanout 66 \
    cts_buffers 1611 \
    ys_seq_share_pct 74.0 \
    post-route-period-util_pct 30.0 \
    area_delta_synth_final_pct 15.3 \
    ys_cells 36900 \
    synth-edff-count 16400 \
    finalClockSkew_ns 0.135 \
    hold_buffers 0 \
    synth_top_cell_by_area "edfxtp_1" \
    vias 363000 \
    hold_path.class "flip-flop to flip-flop" \
    insertion_delay_ns 1.44 \
    synth-seq-cells 16500 \
    place_hpwl_mm 1560 \
    report.final.slew_viol_count 25 \
    vias_per_cell 5.24 \
    chip_area_mm2 2.23 \
    p_int_mw 13.4 \
    vdd_drop_max_mv 0.0187 \
    ys_warn_count 0 \
    die_w_mm 1.49 \
    drtIter0Drc 29500 \
    worst_slew_pin_slew_ns 1.67 \
    topCellsByArea "edfxtp_1, mux4_2, nand2_1, mux2i_1, clkbuf_1" \
    grt_pass1_vias 382000 \
    die_y_mm 1.49 \
    cp-start-kind "input pin" \
    cts_resized 0 \
    wirelength_mm 2450 \
    synth_cell_type_count 71 \
    crit_required_ns 89.56 \
    hold_viol_final 0 \
    ioPinCount 97 \
    drtPass1Iterations 8 \
    stdcell_count 69200 \
    post-cts-setup-buffers 0 \
    worstPathArrival_ns 27.76 \
    antenna_left 0 \
    placement.io_buffers 95 \
    cts_max_level 7 \
    dpl.cell_count 65700 \
    ff_type "edfxtp_1" \
    crit_type "input pin to flip-flop" \
    antenna_found_initial 320 \
    cts_tree "built" \
    grt_max_degree 97 \
    syn-instance-count 36900 \
    top_area_share_pct 73.6 \
    gp_congestion 1.00 \
    cap_violations 9 \
    ys_area_mm2 0.667 \
    grt_first_pass_wirelength_mm 3300 \
    maxSlewHeadroom_pct -11.1 \
    syn_area_mm2 0.667 \
    overflow 0 \
    cts.sinks 16500 \
]
-- stage by stage --
stage               util (%)  instance area (um^2)  hold WS (ns)  power (mW)  worst slack, ns
finish                  34.7                769000         0.393        17.6            61.80
global route            34.7                769000         0.412        18.0            61.34
CTS                     34.6                767000         0.394        17.6            62.09
detailed placement      32.3                717000         0.392        11.0            60.64
global placement        32.3                717000         0.391        10.9            60.55
floorplan                  -                667000         0.386        10.2            65.96
-- kinds of logic after synthesis --
| family | count (synthesis) | synth area share [%] |
|---|---|---|
| compound gates | 1911 | 1.83 |
| xor+xnor | 1 | 0.00131 |
| flops | 16500 | 74.0 |
| other cells | 1 | 0.000562 |
| buf+inv | 3394 | 2.38 |
| mux | 5316 | 16.1 |
| simple gates | 9802 | 5.73 |
-- cells in the mapped netlist, drive strengths merged (20+ instances only) --
| library cell | number |
|---|---|
| a2111oi | 26 |
| a211oi | 32 |
| a21oi | 220 |
| a221oi | 80 |
| a22o | 67 |
| a22oi | 479 |
| a31oi | 46 |
| and2 | 41 |
| and3 | 35 |
| buf | 1657 |
| clkbuf | 1701 |
| dfxtp | 126 |
| edfxtp | 16400 |
| inv | 35 |
| mux2 | 67 |
| mux2i | 929 |
| mux4 | 4320 |
| nand2 | 8641 |
| nand2b | 71 |
| nand3 | 187 |
| nand4 | 71 |
| nor2 | 514 |
| nor2b | 47 |
| nor3 | 64 |
| nor4 | 65 |
| o2111ai | 23 |
| o211ai | 20 |
| o21ai | 684 |
| o22ai | 145 |
-- power groups by stage --
stage | sequential (mW) | clock, mW | combinational, mW
4_1_cts | 9.26 | 6.80 | 1.54
5_1_grt | 9.30 | 7.08 | 1.61
6_report | 9.25 | 6.74 | 1.58
-- registers in the layout (all words and copies together) (netlist names) --
register / cells
o_rdata: 32
o_mem_err_addr_1bit: 9
rd_en_ff: 3
rdata_ff: 64
addr_ff: 18
mem: 16352
-- layout by cell type (no fill, tap or decap), types with 45 or more instances in the layout --
| cell | netlist | layout |
|---|---|---|
| edfxtp_1 | 16400 | 16400 |
| nand2_1 | 8640 | 8571 |
| mux4_2 | 4320 | 4320 |
| buf_4 | 308 | 2359 |
| clkbuf_16 | 0 | 1637 |
| mux2i_1 | 929 | 912 |
| diode_2 | 0 | 643 |
| o21ai_4 | 0 | 511 |
| a22oi_1 | 479 | 478 |
| clkinv_1 | 1 | 399 |
| clkbuf_1 | 1701 | 366 |
| clkinv_2 | 0 | 246 |
| nor2_2 | 2 | 237 |
| a21oi_1 | 220 | 214 |
| nor2_1 | 512 | 205 |
| nand3_1 | 187 | 172 |
| o21ai_0 | 680 | 150 |
| o22ai_1 | 145 | 141 |
| dfxtp_1 | 126 | 126 |
| bufinv_16 | 0 | 116 |
| clkdlybuf4s50_1 | 0 | 86 |
| nor2_4 | 0 | 72 |
| a221oi_1 | 80 | 72 |
| nand4_1 | 71 | 71 |
| mux2_2 | 67 | 67 |
| a22o_1 | 67 | 67 |
| nand2b_1 | 71 | 66 |
| buf_12 | 0 | 58 |
| nand2_2 | 1 | 47 |
| nor4_1 | 65 | 45 |
| a31oi_1 | 46 | 45 |
-- layer usage --
layer	vias up	global-route usage [%]	share of wire, %
met1	181000	20.6	26
li1	146000	-	-
met4	546	13.7	7.6
met3	5362	23.7	23
met2	29800	31.1	42
met5	-	13.0	1.4
-- final timing paths --
kind / start / end / slack, ns / cells past startpoint
max: i_addr[0] / rdata_ff[53] / 61.80 / 19
min: rdata_ff[70] / o_rdata[6] / 0.39 / 1
max reg2reg: mem[139][3] / rdata_ff[35] / 83.05 / 8
min reg2reg: rdata_ff[70] / o_rdata[6] / 0.39 / 1
-- critical path, stage by stage --
cell	delay (ns)
buf_16	0.19
buf_4	0.73
buf_4	0.52
buf_4	0.53
buf_12	0.46
buf_4	0.60
buf_4	0.66
buf_4	0.50
buf_4	0.62
buf_12	0.54
buf_4	0.65
mux4_2	0.57
mux4_2	0.50
a22oi_1	0.59
buf_4	0.31
nand4_1	0.74
buf_4	0.45
nor2_1	0.29
a31oi_1	0.07
-- cell type report --
class	count	area (um^2)
Antenna cell	643	1610
Clock buffer	2008	42400
Clock inverter	873	7570
Fill cell	204000	1450000
Inverter	36	393
Multi-Input combinational cell	17000	166000
Sequential cell	16500	494000
Tap cell	29600	37100
Timing Repair Buffer	2518	20000
Power figures rest on the tool's default switching activity, not on a simulated workload.
